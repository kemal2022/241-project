[design/flow/run.sh]
#!/bin/bash
# OpenROAD 26Q1-2900-gdf79404cd8, Yosys 0.63+post, stock flow scripts
make -C /OpenROAD-flow-scripts/flow DESIGN_CONFIG=/design/flow/config.mk WORK_HOME=/design/flow/orfs finish
[design/flow/config.mk]
export PLATFORM = sky130hd
export DESIGN_NAME = PeopleCounter
export DESIGN_NICKNAME = PeopleCounter
export VERILOG_FILES = /design/flow/design.v
export SDC_FILE = /design/flow/constraint.sdc
export NUM_CORES = 4
export LEC_CHECK = 1
export CORE_AREA = 10 10 70 70
export DIE_AREA = 0 0 80 80
[design/flow/constraint.sdc]
current_design PeopleCounter

set clk_period 2.5
set clk_io_pct 0.2

create_clock -name clk0 -period $clk_period [get_ports {clk}]

set non_clock_inputs [all_inputs -no_clocks]
set_input_delay [expr $clk_period * $clk_io_pct] -clock clk0 $non_clock_inputs
set_output_delay [expr $clk_period * $clk_io_pct] -clock clk0 [all_outputs]
[design/flow/design.v]
module KeylessEntry (
    input wire clk,
    input wire reset,
    input wire [3:0] digit_in,
    input wire submit,
    output reg door_unlocked
);
parameter [15:0] STORED_CODE = 16'b1001_0010_1100_0111;
reg [15:0] entered_code;
reg [1:0] digit_count;
always @(posedge clk or posedge reset) begin
    if (reset) begin
        entered_code <= 16'b0;
        digit_count <= 2'b0;
        door_unlocked <= 1'b0;
    end else if (submit) begin
        if (entered_code == STORED_CODE) begin
            door_unlocked <= 1'b1;
        end else begin
            door_unlocked <= 1'b0;
        end
        entered_code <= 16'b0;
        digit_count <= 2'b0;
    end else if (digit_count < 4) begin
        entered_code <= {entered_code[11:0], digit_in};
        digit_count <= digit_count + 1;
    end
end
endmodule
module PeopleCounter (
    input wire clk,
    input wire reset,
    input wire sensor_in,
    input wire sensor_out,
    output reg [7:0] people_count,
    output reg door_locked
);
always @(posedge clk or posedge reset) begin
    if (reset) begin
        people_count <= 8'b0;
        door_locked <= 1'b1;
    end else begin
        if (sensor_in && !sensor_out) begin
            if (people_count < 255) begin
                people_count <= people_count + 1;
            end
        end else if (sensor_out && !sensor_in) begin
            if (people_count > 0) begin
                people_count <= people_count - 1;
            end
        end
        if (people_count == 0) begin
            door_locked <= 1'b1;
        end else begin
            door_locked <= 1'b0;
        end
    end
end
endmodule
module RemoteControlSystem (
    input wire clk,
    input wire reset,
    input wire [2:0] command,
    output reg refrigerator_on,
    output reg oven_on,
    output reg others_on
);
always @(posedge clk or posedge reset) begin
    if (reset) begin
        refrigerator_on <= 1'b0;
        oven_on <= 1'b0;
        others_on <= 1'b0;
    end else begin
        case (command)
            3'b001: refrigerator_on <= 1'b1;
            3'b010: refrigerator_on <= 1'b0;
            3'b011: oven_on <= 1'b1;
            3'b100: oven_on <= 1'b0;
            3'b101: others_on <= 1'b1;
            3'b110: others_on <= 1'b0;
            default: begin
                refrigerator_on <= refrigerator_on;
                oven_on <= oven_on;
                others_on <= others_on;
            end
        endcase
    end
end
endmodule
module AutomaticAirConditioning (
    input wire clk,
    input wire reset,
    input wire [7:0] temperature,
    output reg ac_on,
    output reg heater_on
);
parameter COOL_THRESHOLD = 8'd25;
parameter HEAT_THRESHOLD = 8'd18;
always @(posedge clk or posedge reset) begin
    if (reset) begin
        ac_on <= 1'b0;
        heater_on <= 1'b0;
    end else begin
        if (temperature > COOL_THRESHOLD) begin
            ac_on <= 1'b1;
            heater_on <= 1'b0;
        end else if (temperature < HEAT_THRESHOLD) begin
            ac_on <= 1'b0;
            heater_on <= 1'b1;
        end else begin
            ac_on <= 1'b0;
            heater_on <= 1'b0;
        end
    end
end
endmodule
module WindowControlSystem (
    input wire clk,
    input wire reset,
    input wire window_open,
    output reg heating_off,
    output reg cooling_off
);
always @(posedge clk or posedge reset) begin
    if (reset) begin
        heating_off <= 1'b0;
        cooling_off <= 1'b0;
    end else begin
        if (window_open) begin
            heating_off <= 1'b1;
            cooling_off <= 1'b1;
        end else begin
            heating_off <= 1'b0;
            cooling_off <= 1'b0;
        end
    end
end
endmodule
module SecuritySystem (
    input wire clk,
    input wire reset,
    input wire people_count_zero,
    output reg security_on
);
always @(posedge clk or posedge reset) begin
    if (reset) begin
        security_on <= 1'b0;
    end else begin
        if (people_count_zero) begin
            security_on <= 1'b1;
        end else begin
            security_on <= 1'b0;
        end
    end
end
endmodule
==> summary.txt <==
yosys + openroad results -> most common cell in the netlist=dfrtp_1, port bufs=12, Worst Hold Class=input pin to asynchronous set/reset pin, core area=3420 um^2, WS Path Type=input pin to flip-flop, TritonCTS clock tree=built, count of library flops with an enable pin=0, Distinct cells, synth=29, sequential share of the synthesized area=0.342, Antenna Nets Post-Route=0, Max clock buf depth=2, flop2flop setup slack=0.58 ns, Clock Skew=0.00155 ns, final wirelength=1440 um, Mapped Cells=67, share of layout cells above drive strength 1=0.247, Latency at later pin=0.25 ns, non-filler cells, final=139, Pre-Repair DR Iteration Count=2, Avg WL per Cell=10.3 um, CP required=2.64 ns, row count=21, GRT Resource Usage Total=0.0446, Ys Warns=1, vias in the first global route=531, met3 Use GR=0.00909, Final Hold Viols=0, largest net degree at the start of global routing=13, Max Cap Viol=0, Root Buffer=clkbuf_4, GP Congestion=0.803, IO Count=13, ys cells=67, RSZ-0062 raised after global routing=false, setup TNS=0 ns, crit-path max FO=6, hold_ws=0.500 ns, Power Density=1240 nW/um^2, CP Capture Type=flip-flop, HPWL after DPL=1180 um, layout overhead on the synthesized area=42.1%, relative slew slack=0.777, met2 usage=0.0706, total gr overflow=0, most used flip-flop cell=dfrtp_1, DRC=0, Max rail drop VDD=0.000274 V, Post-synth top cells=dfrtp_1, ha_1, nand2_1, Top cell area share=0.302, ys async rst share=1.00, met1 Use GR=0.0594, Clock Sinks=9, Num CTS Buffers=3, Leak=0.405 nW, cell taking the most area after synthesis=dfrtp_1, synthesized area per cell=9.90 um^2, Log Warnings=25, antenna violations before repair=0, post-layout period usage of the worst path=0.925, crit path DAT=2.45 ns, die y size=80 um, setup violators final=0, clock slew at reported path FFs=0.06 ns, fp_density=0.194, via count=568, Inst Count DP=135, yosys stat area=663 um^2, synthesized cell area=663 um^2, die area=6400 um^2, top cells by area=dfrtp_1, ha_1, xnor2_1, Area after DPL=912 um^2, f_max=432 MHz, Finished Cell Area=942 um^2, initial drt markers=21, crit start category=input pin, die width=80 um, first-pass GRT wire length=2390 um, Tmin final=2.31 ns, ys flops=9, run status=finished, final reports clean, grt peak-use layer=met2, worst-margin pin slew=0.334 ns, final slew viol count=0, Setup Buffers After CTS=0, via/cell ratio=4.09, H-tree Lvls=1, diode count=0
logic make-up after synthesis:
| logic type | count (synthesis) | synth area share |
|---|---|---|
| simple gates | 16 | 0.126 |
| compound gates | 20 | 0.198 |
| mux | 2 | 0.0396 |
| flops | 9 | 0.342 |
| xor+xnor | 7 | 0.0925 |
| buf+inv | 5 | 0.0396 |
| fa+ha+maj | 8 | 0.162 |
layer usage:
layer  part of all wire  vias to the layer above
li1                   -                      297
met1               0.47                      255
met2               0.45                       12
met3              0.056                        4
met4              0.024                        0
met5                  0                        -
cell usage in the layout (no fill, tap or decap), types with 2 or more instances in the layout:
cell type and count:
o211ai_1 3, o21ai_0 5, ha_1 7, dfrtp_1 8, a211oi_1 2, inv_1 3
xor2_1 2, a21oi_1 4, clkbuf_4 3, clkdlybuf4s50_1 12, buf_4 11, nand2_1 7
xnor2_1 5
repair_timing:
action,CTS,global route
setup endpoints to repair,0,2
hold buffers,0,0
resized,0,2
path summary, 6_finish.rpt:
path                            startpoint               to  cells past startpoint
max reg2reg                people_count[0]  people_count[1]                      4
max                              sensor_in  people_count[6]                      9
min                                  reset  people_count[0]                      2
min in group clk0          people_count[7]  people_count[7]                      1
min reg2reg                people_count[7]  people_count[7]                      1
max in group asynchronous            reset      door_locked                      2
flip-flops by register name (all words and copies together), names as in the netlist:
register and flops:
door_locked 1, people_count 8
through the flow:
stage | worst slack (ns) | power, mW | utilization
final | 0.187 | 1.17 | 0.276
after global routing | 0.0107 | 1.30 | 0.276
after CTS | 0.105 | 1.18 | 0.275
after detailed placement | -0.165 | 1.07 | 0.267
after global placement | -0.174 | 1.06 | 0.267
after floorplan | 0.333 | 0.726 | -
final cells by class:
type | instances | area, um^2
Timing Repair Buffer | 23 | 203
Multi-Input combinational cell | 53 | 414
Fill cell | 358 | 2470
Tap cell | 46 | 57.6
Inverter | 4 | 15.0
Sequential cell | 9 | 226
Clock buffer | 4 | 26.3
power breakdown:
| group | switching (mW) | leakage (nW) | internal [mW] |
|---|---|---|---|
| logic | 0.273 | 0.285 | 0.465 |
| registers | 0.107 | 0.106 | 0.217 |
| clock network | 0.0460 | 0.0150 | 0.0612 |
critical path, stage by stage:
cell	delay [ns]
clkdlybuf4s50_1	0.46
ha_1	0.18
inv_2	0.08
fa_1	0.40
a21oi_2	0.17
o211ai_1	0.11
a21oi_1	0.19
xnor2_1	0.08
mux2_4	0.26
Power is estimated from default activity; no workload was simulated.
